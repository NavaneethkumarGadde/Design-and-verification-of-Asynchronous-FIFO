File: design.v
module Asynch_FIFO  #( parameter DATASIZE = 8,parameter ADDRESS_BITS = 4 ) (read_data,write_full,rempty,write_data,read_inc,read_clk,read_rst,write_inc,write_clk,write_rst );
  input  logic  write_inc, write_clk, write_rst,read_inc, read_clk, read_rst;
  input   logic [DATASIZE-1:0] write_data;
  output  logic [DATASIZE-1:0] read_data;
  output  logic write_full,rempty;
  wire [ADDRESS_BITS-1:0] write_addr, read_addr;
  wire [ADDRESS_BITS:0] wq2_read_ptr, rq2_write_ptr;
  wire [ADDRESS_BITS:0] write_ptr, read_ptr;
  sync_r2w sync_r2w (write_clk, write_rst, read_ptr,wq2_read_ptr);
  sync_w2r sync_w2r (read_clk, read_rst,write_ptr,rq2_write_ptr );
  FIFO_memory #(DATASIZE, ADDRESS_BITS) MEM (write_inc, write_full, write_clk,write_addr, read_addr,write_data,read_data);
  read_ptr_empty #(ADDRESS_BITS) Read_emp_ptr (read_inc, read_clk, read_rst, rq2_write_ptr,rempty,read_addr,read_ptr);
  write_ptr_full #(ADDRESS_BITS) Write_full_ptr (write_inc, write_clk, write_rst, wq2_read_ptr, write_full, write_addr, write_ptr);
endmodule
module FIFO_memory #( parameter DATASIZE = 8, parameter ADDRESS_BITS = 4) (write_inc, write_full, write_clk,write_addr, read_addr,write_data,read_data);
  input   write_inc, write_full, write_clk;
  input   [ADDRESS_BITS-1:0] read_addr,write_addr ;
  input   [DATASIZE-1:0] write_data;
  output  logic [DATASIZE-1:0] read_data;
  localparam DEPTH = 1 <<  ADDRESS_BITS;
  logic [DATASIZE-1:0] mem [0:DEPTH-1];
  assign read_data = mem[read_addr];
  always_ff @(posedge write_clk)
    if (write_inc && !write_full)
      mem[write_addr] <= write_data;
endmodule
module read_ptr_empty #( parameter ADDRESS_BITS = 4 ) (read_inc, read_clk, read_rst, rq2_write_ptr,rempty,read_addr,read_ptr);
  input   [ADDRESS_BITS :0] rq2_write_ptr;
  input   read_inc, read_clk, read_rst;
  output  logic [ADDRESS_BITS-1:0] read_addr;
  output logic  rempty;
  output logic [ADDRESS_BITS :0] read_ptr;
  logic [ADDRESS_BITS:0] rbin;
  logic [ADDRESS_BITS:0] rgraynext, rbinnext;
  logic rempty_val,half_empty;
   always_ff @(posedge read_clk or negedge read_rst)
    if (!read_rst)
      {rbin, read_ptr} <= '0;
    else
      {rbin, read_ptr} <= {rbinnext, rgraynext};
 always_comb begin 
		read_addr = rbin[ADDRESS_BITS-1:0];
		rbinnext = rbin + (read_inc & ~rempty);
		rgraynext = (rbinnext>>1) ^ rbinnext;
		rempty_val = (rgraynext == rq2_write_ptr);
		half_empty = (rq2_write_ptr >= 228);
  end
  always_ff @(posedge read_clk or negedge read_rst) begin
    if (!read_rst)
      rempty <= 1'b1;
    else
      rempty <= rempty_val;
	end
endmodule
module sync_r2w #( parameter ADDRESS_BITS = 4 )(write_clk, write_rst, read_ptr,wq2_read_ptr);
  input   write_clk, write_rst;
  input   [ADDRESS_BITS:0] read_ptr;
  output logic  [ADDRESS_BITS:0] wq2_read_ptr;
   logic [ADDRESS_BITS:0] wq1_read_ptr;
  always_ff @(posedge write_clk or negedge write_rst)
  begin
    if (!write_rst) 
	{wq2_read_ptr,wq1_read_ptr} <= 0;
    else 
	{wq2_read_ptr,wq1_read_ptr} <= {wq1_read_ptr,read_ptr};
  end
endmodule
module sync_w2r #( parameter ADDRESS_BITS = 4 )(read_clk, read_rst,write_ptr,rq2_write_ptr );
  input   read_clk, read_rst;
  input   [ADDRESS_BITS:0] write_ptr;
  output logic [ADDRESS_BITS:0] rq2_write_ptr;
  logic [ADDRESS_BITS:0] rq1_write_ptr;
  always_ff @(posedge read_clk or negedge read_rst)
  begin
    if (!read_rst)
      {rq2_write_ptr,rq1_write_ptr} <= 0;
    else
      {rq2_write_ptr,rq1_write_ptr} <= {rq1_write_ptr,write_ptr};
 end
endmodule
module write_ptr_full #( parameter ADDRESS_BITS = 4 ) (write_inc, write_clk, write_rst, wq2_read_ptr, write_full, write_addr, write_ptr);
  input   [ADDRESS_BITS :0] wq2_read_ptr;
  input   write_inc, write_clk, write_rst;
  output  logic [ADDRESS_BITS-1:0] write_addr;
  output logic  write_full;
  output logic [ADDRESS_BITS :0] write_ptr;
   logic [ADDRESS_BITS:0] wbin;
   logic [ADDRESS_BITS:0] wgraynext, wbinnext;
   logic half_full,write_full_val;
  always_comb begin 
	write_addr = wbin[ADDRESS_BITS-1:0];
	wbinnext = wbin + (write_inc & ~write_full);
	wgraynext = ( wbinnext >> 1 ) ^ wbinnext;
	write_full_val = (wgraynext=={~wq2_read_ptr[ADDRESS_BITS:ADDRESS_BITS-1], wq2_read_ptr[ADDRESS_BITS-2:0]});
	half_full = wq2_read_ptr >= 228;
  end
  always_ff @(posedge write_clk or negedge write_rst)
  begin
    if (!write_rst)
      {wbin, write_ptr} <= '0;
    else
      {wbin, write_ptr} <= {wbinnext, wgraynext};
  end
  always_ff @(posedge write_clk or negedge write_rst)
  begin
    if (!write_rst)
      write_full <= 1'b0;
    else
      write_full <= write_full_val;
  end
endmodule
File: run.sh
#!/bin/bash
# OpenROAD 26Q1-2900-gdf79404cd8, Yosys 0.63+post, stock flow scripts
make -C /OpenROAD-flow-scripts/flow DESIGN_CONFIG=/design/flow/config.mk WORK_HOME=/design/flow/orfs finish
File: constraint.sdc
current_design Asynch_FIFO

set clk_period 3.8
set clk_io_pct 0.2

create_clock -name clk0 -period $clk_period [get_ports {read_clk}]
create_clock -name clk1 -period $clk_period [get_ports {write_clk}]

set non_clock_inputs [all_inputs -no_clocks]
set_input_delay [expr $clk_period * $clk_io_pct] -clock clk0 $non_clock_inputs
set_output_delay [expr $clk_period * $clk_io_pct] -clock clk0 [all_outputs]
File: config.mk
export PLATFORM = sky130hd
export DESIGN_NAME = Asynch_FIFO
export DESIGN_NICKNAME = Asynch_FIFO
export VERILOG_FILES = /design/flow/design.v
export SDC_FILE = /design/flow/constraint.sdc
export NUM_CORES = 4
export LEC_CHECK = 1
export CORE_UTILIZATION = 50
==> impl_metrics.csv <==
group,metric,value,unit
clock_tree,cts_tree,"yes",
critical_path,crit_slowest_cell,"mux4_2",
cells_and_area,area_growth,18.5,%
logic_synthesis,ys.flops,168,
final_timing,rsz0062_at_grt,"no",
logic_synthesis,ys_seq_share,76.3,%
drt,antenna_cells,0,
clock_tree,cts.sinks,168,
place,globalplace.congestion,0.788,
place,hpwl,7370,µm
critical_path,max_stage_delay,550,ps
critical_path,path_delay_family,"buffers and inverters",
drt,vias,2978,
drt,drc,0,
critical_path,cp.arrival,2420,ps
floorplan,io_pins,24,
critical_path,crit_type,"register to primary output",
logic_synthesis,ys_area,6350,µm²
critical_path,start_kind,"register",
critical_path,end_kind,"primary output",
clock_tree,cts_hold_buf,0,
logic_synthesis,yosys_cells,316,
critical_path,cp.required,3040,ps
logic_synthesis,syn_area_per_cell,20.1,µm²
final_timing,slew_headroom,52.3,%
global_route,grt_pass1_wl,18100,µm
logic_synthesis,synth_area,6350,µm²
drt,wl_per_cell,20.9,µm
cells_and_area,stdcell_count,549,
logic_synthesis,postSynth.asyncResetShare,23.8,%
logic_synthesis,ys_types,29,
status,run_status,"finished, final reports clean",
drt,ant_nets,0,
final_timing,setup_viol,0,
logic_synthesis,yosysWarnings,5,
floorplan,die_w,115,µm
global_route,grt_max_degree,21,
drt,drtPass1Iterations,4,
drt,viasPerCell,5.42,
global_route,globalRouteOverflowTotal,0,
global_route,grtUsageTotal,21.4,%
critical_path,crit_buf_inv,2,
drt,wirelength,11500,µm
critical_path,crit_chain,"buf_4, mux4_2, a22oi_1, nand2_1, clkdlybuf4s50_1",
power,leakage,0.00263,µW
final_timing,fin_tns_setup,0,ps
logic_synthesis,edf_count,128,
flow_run,warnings,26,
final_timing,skew,7.80,ps
final_timing,slew_viol_final,0,
power,max-vdd-ir-drop,482,µV
global_route,antenna_found_initial,0,
final_timing,hold_viol_final,0,
place,port_buffers,22,
power,power_density,812,nW/µm²
flow_run,max_cap_viol_count,0,
final_timing,worst_pin_slew,714,ps
floorplan,fp_util,52.0,%
floorplan,core_area,12200,µm²
critical_path,worstPathMaxFanout,13,
floorplan,die_y,115,µm
global_route,grt_pass1_vias,3243,
drt,drt-initial-drc-count,245,
logic_synthesis,synthCells,316,
logic_synthesis,ys.flop_type,"edfxtp_1",
cells_and_area,fill_cells,900,
floorplan,die_area,13100,µm²
clock_tree,cts_resized,0,
clock_tree,postCtsSetupBuffers,0,
place,dpl.cell_count,513,
floorplan,rows,40,
clock_tree,clk_pin_slew,50,ps
cells_and_area,drive_gt1_share,23.6,%
min_path,hp-class,"register to register",
-- kinds of logic (layout without fill, tap and decap cells) --
| family | Yosys count | in the layout | synth area share [%] |
|---|---|---|---|
| buf+inv | 19 | 84 | 1.30 |
| xor+xnor | 24 | 24 | 3.88 |
| fa+ha+maj | 4 | 4 | 0.789 |
| mux | 32 | 32 | 11.4 |
| flops | 168 | 168 | 76.3 |
| compound gates | 20 | 20 | 2.50 |
| simple gates | 49 | 49 | 3.82 |
-- where the power goes --
part	leakage, µW	switching [µW]	internal, µW
Combinational	0.000702	847	904
Clock	0.000298	688	1110
Sequential	0.00163	203	2360
Total	0.00263	1740	4370
-- Yosys cell counts (all sizes together), types with 2 or more instances --
cell type | n | area share, %
nor2 | 13 | 0.77
edfxtp | 128 | 61
nand3 | 8 | 0.63
nor3 | 4 | 0.32
mux4 | 32 | 11
a221oi | 2 | 0.37
nor2b | 3 | 0.30
dfrtp | 39 | 15
nand2b | 2 | 0.20
buf | 9 | 0.71
xor2 | 12 | 1.7
ha | 4 | 0.79
nand2 | 9 | 0.53
a22oi | 16 | 1.9
or3 | 4 | 0.39
inv | 4 | 0.24
a21boi | 2 | 0.24
xnor2 | 10 | 1.5
nand3b | 2 | 0.24
clkbuf | 6 | 0.35
-- final timing paths --
check	startpoint	end	slack, ps	cells after the start
max	Read_emp_ptr.rbin[0]	read_data[1]	620	5
min	Read_emp_ptr.read_ptr[3]	sync_r2w.wq1_read_ptr[3]	210	0
max reg2reg	Read_emp_ptr.rbin[0]	Read_emp_ptr.rempty	1320	7
min reg2reg	Read_emp_ptr.read_ptr[3]	sync_r2w.wq1_read_ptr[3]	210	0
max in group clk1	write_inc	Write_full_ptr.write_full	1160	8
max in group asynchronous	read_rst	Read_emp_ptr.rempty	2670	2
min in group clk0	sync_w2r.rq1_write_ptr[1]	sync_w2r.rq2_write_ptr[1]	350	0
min in group asynchronous	write_rst	Write_full_ptr.wbin[1]	680	2
-- cells in the final DEF (no fill, tap or decap), drive strengths merged, types with 5 or more instances in the layout --
cell,Yosys,layout
a22oi,16,16
buf,9,22
clkbuf,6,24
clkdlybuf4s50,0,22
clkinvlp,0,5
dfrtp,39,39
edfxtp,128,128
inv,4,5
mux4,32,32
nand2,9,9
nand3,8,8
nor2,13,13
xnor2,10,10
xor2,12,12
-- metrics by stage --
stage | total power, µW | worst slack (ps) | hold slack (ps) | instance area (µm²) | utilization, %
after floorplan | 3730 | 1300 | 331 | 6350 | -
after global placement | 4350 | 823 | 333 | 6880 | 56.3
after detailed placement | 4370 | 726 | 335 | 6880 | 56.3
after CTS | 6180 | 563 | 202 | 7520 | 61.6
after global routing | 6440 | 387 | 206 | 7520 | 61.6
final | 6110 | 618 | 209 | 7520 | 61.6
-- sequential cells by signal, indices dropped and copies added (netlist names), 4 cells and up --
| name | cells |
|---|---|
| MEM.mem | 128 |
| Read_emp_ptr.read_ptr | 5 |
| Write_full_ptr.write_ptr | 5 |
| sync_r2w.wq1_read_ptr | 5 |
| sync_r2w.wq2_read_ptr | 5 |
| sync_w2r.rq1_write_ptr | 5 |
| sync_w2r.rq2_write_ptr | 5 |
| Read_emp_ptr.rbin | 4 |
| Write_full_ptr.wbin | 4 |
-- per-layer routing --
layer | up-vias | GRT usage (%) | wire length, µm
li1 | 1355 | - | -
met1 | 1491 | 35.4 | 4890
met3 | 11 | 11.7 | 1130
met4 | 2 | 2.08 | 103
met5 | - | 3.14 | 49
met2 | 119 | 29.7 | 5340
-- worst register-to-register path: cells and delay by family (launching register included) --
kind | cells | cell delay (ps)
AND/OR/NAND/NOR | 1 | 380
AND-OR/OR-AND | 1 | 240
adder cells (fa/ha/maj) | 2 | 480
XOR/XNOR | 2 | 470
buffers and inverters | 1 | 330
flip-flops | 1 | 500
-- layout make-up --
cell class                 instances  area [µm²]  area share, %
clock buffer                      24         515           6.85
clock inverter                    12         133           1.76
inverter                           4        15.0          0.200
multi-input combinational        129        1420           18.9
sequential                       168        4850           64.4
tap                              168         210           2.79
timing repair buffer              44         385           5.12
No activity file was given, so power comes from the tool's default toggle rates.
